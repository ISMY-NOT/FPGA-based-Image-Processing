==> ./design.v <==
module gaussian_filter(
    input             clk          ,
    input             rst_n        , 
    input             matrix_finish,
    input             pix_finish   ,
    input      [7:0]  matrix_p11  ,
    input      [7:0]  matrix_p12  , 
    input      [7:0]  matrix_p13  ,
    input      [7:0]  matrix_p21  , 
    input      [7:0]  matrix_p22  , 
    input      [7:0]  matrix_p23  ,
    input      [7:0]  matrix_p31  , 
    input      [7:0]  matrix_p32  , 
    input      [7:0]  matrix_p33  ,
    output reg        send_en     ,   
    output reg [7:0]  img_filted     
    );
    reg [12:0] img_temp1;      
    reg [12:0] img_temp2;      
    reg [12:0] img_temp3;  
    reg        send_en1;
    reg        send_en2;
    always @(posedge clk or negedge rst_n)begin
        if(!rst_n) begin
            img_temp1   <= 12'b0000_0000_0000;
            img_temp2   <= 12'b0000_0000_0000;
            img_temp3   <= 12'b0000_0000_0000;     
        end
        else if (matrix_finish) begin
            img_temp1 <= matrix_p11 + (matrix_p12 << 1) + matrix_p13;
            img_temp2 <= (matrix_p21 << 1) + (matrix_p22 << 2) + (matrix_p23 << 1);
            img_temp3 <= matrix_p31 + (matrix_p32 << 1) + matrix_p33;
        end
        else begin
            img_temp1 <= img_temp1;
            img_temp2 <= img_temp2;
            img_temp3 <= img_temp3;
        end
    end
    always @(posedge clk or negedge rst_n)begin
        if(!rst_n) begin 
            img_filted  <= 8'b0000_0000;    
        end
        else begin
            img_filted <= (img_temp1 + img_temp2 + img_temp3) >> 4;
        end
    end
    always @(posedge clk or negedge rst_n)begin
        if(!rst_n) begin 
            send_en1  <= 1'b1;
            send_en2  <= 1'b0;
            send_en   <= 1'b0;
        end
        else if(pix_finish) begin
            send_en1 <= 1'b0    ;
            send_en2 <= send_en1;
            send_en  <= send_en2;
        end
        else begin
            send_en1 <= matrix_finish;
            send_en2 <= send_en1;
            send_en  <= send_en2;
        end
    end
endmodule
==> ./run.sh <==
#!/bin/bash
# OpenROAD 26Q1-2900-gdf79404cd8, Yosys 0.63+post, stock flow scripts
make -C /OpenROAD-flow-scripts/flow DESIGN_CONFIG=/design/flow/config.mk WORK_HOME=/design/flow/orfs finish
==> ./config.mk <==
export PLATFORM = sky130hd
export DESIGN_NAME = gaussian_filter
export DESIGN_NICKNAME = gaussian_filter
export VERILOG_FILES = /design/flow/design.v
export SDC_FILE = /design/flow/constraint.sdc
export NUM_CORES = 4
export LEC_CHECK = 1
export CORE_UTILIZATION = 30
==> ./constraint.sdc <==
current_design gaussian_filter

set clk_period 6.3
set clk_io_pct 0.2

create_clock -name clk0 -period $clk_period [get_ports {clk}]

set non_clock_inputs [all_inputs -no_clocks]
set_input_delay [expr $clk_period * $clk_io_pct] -clock clk0 $non_clock_inputs
set_output_delay [expr $clk_period * $clk_io_pct] -clock clk0 [all_outputs]
==> flow_metrics.py <==
# Synthesis and PnR figures
metrics = {
    "global_routing": {
        "pin_count_of_the_biggest_net_entering_global_routing": 42,
        "grt_antenna_before_repair": 0,
        "via_count_of_the_first_global_routing_pass": 2555,
        "grt.overflow.total": 0,
        "globalRouteTotalUtil_pct": 13.0,
        "grt_pass1_wl_um": 12000,
    },
    "run": {
        "log.warning_count": 25,
        "max-cap-violations": 0,
    },
    "logic_synthesis": {
        "synth_sequential_area_ratio_pct": 29.2,
        "netlist-cell-type-count": 46,
        "ys.warnings.count": 1,
        "ys_chip_area_um2": 3510,
        "main_synth_ff_type": "sky130_fd_sc_hd__dfrtp_1",
        "yosys-stat-cells": 330,
        "synth_area_per_cell_um2": 10.6,
        "async_reset_ff_share_pct": 100,
        "synth-edff-count": 0,
        "synthesis_stage_register_bit_count": 41,
        "synth_area_um2": 3510,
        "netlist_instances": 330,
    },
    "clocking": {
        "ctsHtreeMaxLevel": 2,
        "max-clock-path-buffers": 2,
        "clk_pin_slew_worst_paths_ps": 60,
        "number_of_buffers_inserted_by_post_cts_setup_repair": 0,
        "clockRootBuffer": "sky130_fd_sc_hd__clkbuf_16",
        "postCtsHoldBufs": 0,
        "number_of_buffers_added_by_the_clock_tree_synthesis_step": 5,
        "tritoncts_clock_tree": "done",
        "post_cts_resize_count": 0,
        "cts_num_sinks": 41,
        "clkLatencyLatePin_ps": 280,
    },
    "worst_setup_path": {
        "critical_path.max_fanout": 3,
        "setup.worst_path.start_class": "input pin",
        "cp.arrival_ps": 3880,
        "cp-end-kind": "flip-flop",
        "setup.worst_path.class": "input pin to flip-flop",
        "reg2reg_setup_slack_ps": 3950,
        "worst-endpoint-required_ps": 6480,
    },
    "place": {
        "port_buffers": 84,
        "place_inst": 552,
        "routabilityCongestion": 0.807,
        "placement.cell_area_um2": 4510,
        "detailedPlacementHpwl_um": 5690,
    },
    "timing": {
        "final-setup-viol-count": 0,
        "rsz_0062_raised_after_global_routing": "false",
        "post-route-period-util_pct": 58.7,
        "max_freq_ghz": 0.270,
        "timing.max_slew.rel_slack_pct": 58.5,
        "tightestPinTransition_ps": 621,
        "final.setup_skew_ps": 5.48,
        "final_hold_viol_count": 0,
        "hold-worst-slack_ps": 353,
        "totalNegativeSetupSlack_ps": 0,
        "report.final.slew_viol_count": 0,
        "period_minus_slack_ps": 3700,
    },
    "final_layout": {
        "fill_cells": 1098,
        "syn2layout_area_growth_pct": 32.7,
        "sequential_cell_area_um2": 1030,
        "layout-drive-gt1-share_pct": 7.19,
        "logic_area_um2": 2310,
        "finalInstanceArea_um2": 4660,
        "fin_util_pct": 40.8,
        "stdcell_count": 560,
    },
    "power": {
        "power-per-cell-area_nw_per_um2": 355,
        "worst_ir_drop_vdd_v": 0.000225,
        "switching_portion_of_total_power_pct": 38.9,
        "power_frac_comb_pct": 59.2,
        "static-leakage-power_nw": 2.03,
        "cellInternalPower_mw": 1.01,
        "netSwitchingPower_mw": 0.644,
        "portion_of_total_power_attributed_to_sequential_cells_pct": 25.4,
        "clockPowerShare_pct": 15.4,
    },
    "outcome": {
        "run_status": "finished, final reports clean",
    },
    "route": {
        "avgViaCountPerCell": 4.90,
        "route.final.wire_length_um": 7200,
        "antenna_violating_nets_post_route": 0,
        "drt_iter0_drc": 112,
        "routed-via-count": 2745,
        "route.detailed.wl_per_inst_um": 12.9,
        "detailedRoute.firstPassIterationCount": 4,
        "drcViolationCount": 0,
        "antenna_cells": 0,
    },
    "floorplanning": {
        "core-area_um2": 11400,
        "placement_rows": 39,
        "io-pin-count": 85,
        "fp_util_pct": 30.8,
        "floorplan.die_area_um2": 12100,
        "die_h_um": 110,
        "floorplan.die.width_um": 110,
    },
    "min_path": {
        "type_of_the_tightest_min_delay_check": "flip-flop to flip-flop",
    },
}
-- power groups by stage --
stage     sequential, mW  clock [mW]  combinational, mW
4_1_cts            0.426       0.260              0.982
5_1_grt            0.436       0.275               1.11
6_report           0.421       0.255              0.979
-- Yosys cell counts (2+ instances only) --
| master | n | area share (%) |
|---|---|---|
| sky130_fd_sc_hd__a221oi_1 | 3 | 0.75 |
| sky130_fd_sc_hd__mux2_2 | 8 | 2.6 |
| sky130_fd_sc_hd__o2bb2ai_1 | 3 | 0.75 |
| sky130_fd_sc_hd__a211oi_2 | 3 | 1.1 |
| sky130_fd_sc_hd__and3_1 | 9 | 1.6 |
| sky130_fd_sc_hd__nand3b_1 | 3 | 0.64 |
| sky130_fd_sc_hd__inv_1 | 38 | 4.1 |
| sky130_fd_sc_hd__a211oi_1 | 5 | 1.1 |
| sky130_fd_sc_hd__nor3_1 | 6 | 0.85 |
| sky130_fd_sc_hd__buf_1 | 2 | 0.21 |
| sky130_fd_sc_hd__o21a_1 | 3 | 0.64 |
| sky130_fd_sc_hd__nor4_1 | 3 | 0.53 |
| sky130_fd_sc_hd__or3_1 | 3 | 0.53 |
| sky130_fd_sc_hd__buf_2 | 2 | 0.28 |
| sky130_fd_sc_hd__a22oi_1 | 2 | 0.43 |
| sky130_fd_sc_hd__fa_1 | 33 | 19 |
| sky130_fd_sc_hd__and3_2 | 2 | 0.43 |
| sky130_fd_sc_hd__a21o_1 | 4 | 0.85 |
| sky130_fd_sc_hd__xor2_1 | 3 | 0.75 |
| sky130_fd_sc_hd__xnor2_1 | 9 | 2.2 |
| sky130_fd_sc_hd__or4b_1 | 3 | 0.85 |
| sky130_fd_sc_hd__o21ai_0 | 12 | 1.7 |
| sky130_fd_sc_hd__o311ai_1 | 6 | 1.5 |
| sky130_fd_sc_hd__a21oi_1 | 20 | 2.8 |
| sky130_fd_sc_hd__nand2_1 | 16 | 1.7 |
| sky130_fd_sc_hd__ha_1 | 36 | 13 |
| sky130_fd_sc_hd__nor2_1 | 5 | 0.53 |
| sky130_fd_sc_hd__clkbuf_1 | 3 | 0.32 |
| sky130_fd_sc_hd__dfrtp_1 | 40 | 28 |
| sky130_fd_sc_hd__o211ai_1 | 3 | 0.64 |
| sky130_fd_sc_hd__a2111o_1 | 6 | 1.9 |
| sky130_fd_sc_hd__o21ai_1 | 22 | 3.1 |
-- state kept, by name (all words and copies together) (netlist names) --
| signal | count |
|---|---|
| send_en | 1 |
| img_temp1 | 10 |
| img_filted | 8 |
| send_en1 | 1 |
| send_en2 | 1 |
| img_temp3 | 10 |
| img_temp2 | 10 |
-- cells in the final DEF, fill, tap and decap left out, types with 2 or more instances in the layout --
| master | Yosys | final |
|---|---|---|
| sky130_fd_sc_hd__and3_1 | 9 | 9 |
| sky130_fd_sc_hd__or4b_1 | 3 | 3 |
| sky130_fd_sc_hd__a21oi_1 | 20 | 20 |
| sky130_fd_sc_hd__ha_1 | 36 | 36 |
| sky130_fd_sc_hd__a21o_1 | 4 | 4 |
| sky130_fd_sc_hd__nor2_1 | 5 | 5 |
| sky130_fd_sc_hd__xor2_1 | 3 | 3 |
| sky130_fd_sc_hd__a211oi_1 | 5 | 5 |
| sky130_fd_sc_hd__buf_4 | 0 | 2 |
| sky130_fd_sc_hd__dfrtp_1 | 40 | 40 |
| sky130_fd_sc_hd__clkbuf_16 | 0 | 5 |
| sky130_fd_sc_hd__clkbuf_1 | 3 | 2 |
| sky130_fd_sc_hd__o311ai_1 | 6 | 6 |
| sky130_fd_sc_hd__a2111o_1 | 6 | 6 |
| sky130_fd_sc_hd__and3_2 | 2 | 2 |
| sky130_fd_sc_hd__xnor2_1 | 9 | 9 |
| sky130_fd_sc_hd__a22oi_1 | 2 | 2 |
| sky130_fd_sc_hd__o21ai_0 | 12 | 12 |
| sky130_fd_sc_hd__a211oi_2 | 3 | 3 |
| sky130_fd_sc_hd__inv_1 | 38 | 38 |
| sky130_fd_sc_hd__a221oi_1 | 3 | 3 |
| sky130_fd_sc_hd__nand3b_1 | 3 | 3 |
| sky130_fd_sc_hd__o21ai_1 | 22 | 22 |
| sky130_fd_sc_hd__nor3_1 | 6 | 6 |
| sky130_fd_sc_hd__mux2_2 | 8 | 8 |
| sky130_fd_sc_hd__or3_1 | 3 | 3 |
| sky130_fd_sc_hd__nand2_1 | 16 | 16 |
| sky130_fd_sc_hd__clkdlybuf4s50_1 | 0 | 83 |
| sky130_fd_sc_hd__o2bb2ai_1 | 3 | 3 |
| sky130_fd_sc_hd__o211ai_1 | 3 | 3 |
| sky130_fd_sc_hd__fa_1 | 33 | 33 |
| sky130_fd_sc_hd__o21a_1 | 3 | 3 |
| sky130_fd_sc_hd__nor4_1 | 3 | 3 |
-- metrics by stage --
stage	setup slack, ps	power [mW]
final	2600	1.65
after global routing	2420	1.82
after CTS	2600	1.67
after detailed placement	2330	1.39
after global placement	2370	1.38
after floorplan	2960	1.12
-- critical path, stage by stage --
cell and delay (ps):
sky130_fd_sc_hd__clkdlybuf4s50_1 460, sky130_fd_sc_hd__inv_1 50, sky130_fd_sc_hd__fa_1 530, sky130_fd_sc_hd__inv_1 40
sky130_fd_sc_hd__ha_1 240, sky130_fd_sc_hd__fa_1 420, sky130_fd_sc_hd__a21oi_1 200, sky130_fd_sc_hd__o21ai_0 170
sky130_fd_sc_hd__a2111o_1 440, sky130_fd_sc_hd__o311ai_1 90
-- kinds of logic (layout without fill, tap and decap cells) --
logic type | count (synthesis) | after routing | share of synthesized area [%]
compound gates | 99 | 99 | 19.3
xor+xnor | 12 | 12 | 2.99
fa+ha+maj | 69 | 69 | 31.6
buf+inv | 46 | 133 | 4.99
flops | 41 | 41 | 29.2
mux | 8 | 8 | 2.56
simple gates | 55 | 55 | 9.29
-- path summary, 6_finish.rpt --
check                               from             to  cells after the start
setup / recovery           matrix_p31[1]   img_temp3[7]                     10
hold / removal                  send_en2        send_en                      0
setup reg to reg            img_temp1[3]  img_filted[5]                      8
hold reg to reg                 send_en2        send_en                      0
max in group asynchronous          rst_n       send_en1                      2
min in group asynchronous          rst_n   img_temp3[0]                      2
-- cell type report --
class	instances	share of cell area, %
Timing Repair Buffer	86	18.3
Clock buffer	8	3.14
Inverter	39	3.14
Multi-Input combinational cell	243	49.6
Sequential cell	41	22.0
Tap cell	143	3.84
-- per-layer routing --
layer  up-vias  GRT usage (%)  wire, µm
li1       1370              -         -
met1      1312           20.2      3440
met2        58           20.6      3360
met3         5           2.16       363
met4         0          0.752        34
met5         -              0         0
Power and IR drop assume default switching activity.
