==> design.v <==
module sobel_edge_detector
    #(
    parameter   SOBEL_THRESHOLD = 50  
    )
    (
    input             clk          ,
    input             rst_n        , 
    input             matrix_finish,
    input             pix_finish   ,
    input      [7:0]  matrix_p11  ,
    input      [7:0]  matrix_p12  , 
    input      [7:0]  matrix_p13  ,
    input      [7:0]  matrix_p21  , 
    input      [7:0]  matrix_p22  , 
    input      [7:0]  matrix_p23  ,
    input      [7:0]  matrix_p31  , 
    input      [7:0]  matrix_p32  , 
    input      [7:0]  matrix_p33  ,
    output reg        send_en     , 
    output reg [7:0]  img_edge      
    );
    reg [9:0]  gx_temp2  ;  
    reg [9:0]  gx_temp1  ;  
    reg [8:0]  gx_data   ;  
    reg [9:0]  gy_temp1  ;  
    reg [9:0]  gy_temp2  ;  
    reg [8:0]  gy_data   ;  
    reg        send_en1;
    reg        send_en2;
    reg        send_en3;
    always@(posedge clk or negedge rst_n)begin
        if(!rst_n)begin
            gy_temp1 <= 10'd0;
            gy_temp2 <= 10'd0;
        end
        else if (matrix_finish) begin
            gy_temp1 <= matrix_p13 + (matrix_p23 << 1) + matrix_p33; 
            gy_temp2 <= matrix_p11 + (matrix_p21 << 1) + matrix_p31; 
        end
        else begin 
            gy_temp1 <= gx_temp1;
            gy_temp2 <= gx_temp2;
        end
    end
    always@(posedge clk or negedge rst_n)begin
        if(!rst_n)begin
            gy_data <=  9'd0;
        end
        else begin
            gy_data  <= (gy_temp1 >= gy_temp2) ? gy_temp1 - gy_temp2 : (gy_temp2 - gy_temp1);
        end
    end
    always@(posedge clk or negedge rst_n)begin
        if(!rst_n)begin
            gx_temp1 <= 10'd0;
            gx_temp2 <= 10'd0;
        end
        else if (matrix_finish) begin
            gx_temp1 <= matrix_p11 + (matrix_p12 << 1) + matrix_p13;
            gx_temp2 <= matrix_p31 + (matrix_p32 << 1) + matrix_p33;
        end
        else begin 
            gx_temp1 <= gx_temp1;
            gx_temp2 <= gx_temp2;
        end
    end
    always@(posedge clk or negedge rst_n)begin
        if(!rst_n)begin
            gx_data <=  9'd0;
        end
        else  begin
            gx_data  <= (gx_temp1 >= gx_temp2) ? gx_temp1 - gx_temp2 : (gx_temp2 - gx_temp1);
        end
    end
    always@(posedge clk or negedge rst_n)begin
        if(!rst_n)begin
            img_edge <= 1'b0; 
        end
        else begin
            img_edge <= ((gy_data+gx_data)>>1 >= SOBEL_THRESHOLD) ? (gy_data+gx_data)>>1 : 0;
        end
    end
    always @(posedge clk or negedge rst_n)begin
        if(!rst_n) begin 
            send_en1  <= 1'b1;
            send_en2  <= 1'b0;
            send_en3  <= 1'b0;
            send_en   <= 1'b0;
        end
        else if(pix_finish) begin
            send_en1 <= 1'b0    ;
            send_en2 <= send_en1;
            send_en3 <= send_en2;
            send_en  <= send_en3;
        end
        else begin
            send_en1 <= matrix_finish;
            send_en2 <= send_en1;
            send_en3 <= send_en2;
            send_en  <= send_en3;
        end
    end
endmodule
==> run.sh <==
#!/bin/bash
# OpenROAD 26Q1-2900-gdf79404cd8, Yosys 0.63+post, stock flow scripts
make -C /OpenROAD-flow-scripts/flow DESIGN_CONFIG=/design/flow/config.mk WORK_HOME=/design/flow/orfs finish
==> config.mk <==
export PLATFORM = sky130hd
export DESIGN_NAME = sobel_edge_detector
export DESIGN_NICKNAME = sobel_edge_detector
export VERILOG_FILES = /design/flow/design.v
export SDC_FILE = /design/flow/constraint.sdc
export NUM_CORES = 4
export LEC_CHECK = 1
export CORE_UTILIZATION = 50
==> constraint.sdc <==
current_design sobel_edge_detector

set clk_period 4.9
set clk_io_pct 0.2

create_clock -name clk0 -period $clk_period [get_ports {clk}]

set non_clock_inputs [all_inputs -no_clocks]
set_input_delay [expr $clk_period * $clk_io_pct] -clock clk0 $non_clock_inputs
set_output_delay [expr $clk_period * $clk_io_pct] -clock clk0 [all_outputs]
==> qor.tcl <==
set qor(outcome) {finished, final reports clean}
set qor(biggest_fanout_along_the_worst_timing_path) 2
set qor(number_of_logged_tool_warnings) 50
set qor(clk_root_buffer_cell) {clkbuf_16}
set qor(enable_flop_cells) 0
set qor(cts_sinks) 70
set qor(synthArstFlopShare_pct) 100
set qor(min-delay-path-class) {register to register}
set qor(critical_path_type) {input port to register}
set qor(layout-drive-gt1-share_pct) 4.93
set qor(layout_worst_path_cycle_share_pct) 75.6
set qor(floorplan.die.width_um) 111
set qor(largest_net_degree_at_the_start_of_global_routing) 57
set qor(yosys-stat-cells) 607
set qor(hold_end) {send_en}
set qor(vias) 4442
set qor(finalSetupViolations) 0
set qor(viasPerCell) 5.33
set qor(post_synthesis_to_final_layout_area_growth_pct) 19.5
set qor(tritoncts) {built}
set qor(cts_hold_buffers) 0
set qor(reg2reg_setup_slack_ns) 2.31
set qor(final-hold-violation-count) 0
set qor(detailedPlacementHpwl_mm) 10.2
set qor(worst_setup_hold_path_clk_slew_ns) 0.05
set qor(synth_chip_area_mm2) 0.00599
set qor(std_cell_rows) 39
set qor(rr_worst_depth) 7
set qor(route.detailed.drc) 0
set qor(power_frac_clock_pct) 15.3
set qor(synthFlopType) {dfrtp_1}
set qor(finalWorstSetupSlack_ns) 1.20
set qor(finalWeightedCongestion) 0.865
set qor(postRouteAntennaNets) 0
set qor(cp.required_ns) 5.10
set qor(wire_per_inst_um) 14.8
set qor(post_synth_instance_area_mm2) 0.00599
set qor(postSynthSeqShare_pct) 29.3
set qor(ys_seq_elements) 70
set qor(postSynthCellCount) 607
set qor(synth.lib_cells_used.distinct) 54
set qor(drv_cap) 0
set qor(first_iter_violations) 229
set qor(groute.usage.overall_pct) 22.1
set qor(worst_r2r_endpoint) {gx_data[2]}
set qor(placement.setup.worst_slack_ns) 0.852
set qor(dieHeight_um) 111
set qor(clk-insertion-delay-late_ns) 0.33
set qor(timing.final.max_slew_violations) 0
set qor(antenna_diode_count) 0
set qor(cp_data_arrival_time_ns) 3.90
set qor(tritoncts.num_buffers) 9
set qor(yosysWarnings) 1
set qor(lay_top_cells) {80 x ha_1, 75 x clkdlybuf4s50_1, 69 x dfrtp_1}
set qor(port_buffers) 76
set qor(end_kind) {register}
set qor(first_pass_iters) 21
set qor(setup_tns_ns) 0
set qor(fp.coreArea_mm2) 0.0116
set qor(cts_buffer_depth) 2
set qor(clock-skew-final_ns) 0.00507
set qor(grt_first_pass_wirelength_mm) 21.0
set qor(fp_util_pct) 51.8
set qor(comb_power_share_pct) 61.3
set qor(total_switching_power_mw) 1.64
set qor(period_minus_slack_ns) 3.70
set qor(pin_count) 85
set qor(cts.repair.resized) 0
set qor(power_per_cell_area_mw_per_mm2) 538
set qor(final_core_util_pct) 61.9
set qor(switching_share_pct) 42.8
set qor(die-area_mm2) 0.0124
set qor(reg2reg_from) {gx_temp2[3]}
set qor(max_clock_freq_ghz) 0.270
set qor(crit_path_start_kind) {input port}
set qor(syn-mean-instance-area_um2) 9.86
set qor(total_leakage_power_nw) 3.31
set qor(ir_drop_mv) 0.213
set qor(setup_repair_after_global_routing_missed_its_margin) {no}
set qor(p_int_mw) 2.20
set qor(first_global_vias) 4476
set qor(routed_wirelength_mm) 12.3
set qor(ctsHtreeMaxLevel) 3
set qor(pwr-share-seq_pct) 23.4
set qor(final_layout_top_logic_cell) {ha_1}
set qor(max_transition_margin_pct) 40.0
set qor(number_of_cells_on_the_worst_hold_path) 0
set qor(holdCritStartpoint) {send_en3}
set qor(antenna_violations_before_repair) 0
set qor(max_slew.worst_pin.slew_ns) 0.896
set qor(grt.overflow.total) 0
set qor(cts_setup_buffers) 0
routing by layer:
layer / global-route usage (%) / vias up / share of wire, %
li1: - / 2274 / -
met1: 33.1 / 2054 / 47
met2: 37.1 / 101 / 47
met3: 2.16 / 13 / 3.7
met4: 3.60 / 0 / 1.5
met5: 0 / - / 0
worst max-delay path by stage:
stage	from	to	slack (ns)	depth (start not counted)
global route	matrix_p13[2]	gy_temp1[8]	1.10	9
finish	matrix_p13[2]	gy_temp1[8]	1.20	9
CTS	matrix_p13[2]	gy_temp1[8]	1.20	9
synth_stat cells (3+ instances only):
cell      number  area [um^2]
mux2i_1        7         70.1
a21oi_1       41          205
a21o_1        18          135
a31oi_1        8         50.1
or4_1          3         22.5
xnor2_1       26          228
nor3_1        11         55.1
clkbuf_1       7         26.3
nand4b_1       3         26.3
o31ai_1        3         22.5
or3_1          5         31.3
xor2_1         9         78.8
dfrtp_1       69         1730
nand2b_1       6         37.5
nand2_1       47          176
inv_1         59          221
ha_1          80         1000
and3_1         4         25.0
fa_1          37          741
nand4_1        5         31.3
a211oi_1       4         30.0
nor3b_1        5         37.5
o21ai_0       42          210
o21a_1         5         37.5
nor2_1        36          135
o21bai_1       5         37.5
nand3b_1      12         90.1
nor2b_1       10         62.6
nor4b_1        4         35.0
flip-flops by register name, summed over array words and instances (netlist names):
name,count
gx_temp1,10
gy_temp1,10
send_en2,1
send_en1,1
send_en,1
gy_temp2,10
gy_data,9
gx_temp2,10
gx_data,9
send_en3,1
img_edge,8
cells by family after synthesis:
group | synth area share [%]
XOR/XNOR | 5.12
multiplexers | 1.17
adder cells (fa/ha/maj) | 29.1
flip-flops | 29.3
AND/OR/NAND/NOR | 13.1
buffers and inverters | 4.66
AND-OR/OR-AND | 17.5
layout make-up:
| type | instances | area [um^2] |
|---|---|---|
| Timing Repair Buffer | 78 | 771 |
| Tap cell | 143 | 179 |
| Clock inverter | 7 | 50.0 |
| Fill cell | 955 | 4410 |
| Multi-Input combinational cell | 467 | 3950 |
| Sequential cell | 70 | 1750 |
| Clock buffer | 9 | 225 |
| Inverter | 59 | 221 |
worst max-delay path, cell delays in order:
cell and delay, ns:
clkdlybuf4s50_1 0.46, fa_1 0.55, ha_1 0.32, a21o_1 0.18, a21oi_1 0.27, o21bai_1 0.13, a31oi_1 0.38, mux2i_1 0.13
or4_1 0.51
metrics by stage:
step           area [um^2]  std cells  power [mW]  hold slack, ns
2_1_floorplan         5990        607        2.69           0.331
3_3_place_gp          6880        817        3.23           0.336
3_5_place_dp          6880        817        3.26           0.338
4_1_cts               7150        833        3.88           0.351
5_1_grt               7150        833        4.22           0.375
6_report              7150        833        3.85           0.349
power groups by stage:
stage | logic, mW | clock network (mW) | registers [mW]
after global routing | 2.68 | 0.623 | 0.926
after CTS | 2.37 | 0.606 | 0.904
final | 2.36 | 0.590 | 0.900
Power and IR drop assume default switching activity.
