==> design/flow/design.v <==
module uart_send(
    input	      sys_clk,                    
    input         sys_rst_n,                  
    input         uart_en,                    
    input  [7:0]  uart_din,                   
    output        uart_tx_busy,               
    output  reg   uart_txd                    
    );
parameter  CLK_FREQ = 50000000;              
parameter  UART_BPS = 9600;                  
localparam  BPS_CNT  = CLK_FREQ/UART_BPS;    
reg        uart_en_d0; 
reg        uart_en_d1;  
reg [15:0] clk_cnt;                          
reg [ 3:0] tx_cnt;                           
reg        tx_flag;                          
reg [ 7:0] tx_data;                          
wire       en_flag;
assign uart_tx_busy = tx_flag;
assign en_flag = (~uart_en_d1) & uart_en_d0;
always @(posedge sys_clk or negedge sys_rst_n) begin         
    if (!sys_rst_n) begin
        uart_en_d0 <= 1'b0;                                  
        uart_en_d1 <= 1'b0;
    end                                                      
    else begin                                               
        uart_en_d0 <= uart_en;                               
        uart_en_d1 <= uart_en_d0;                            
    end
end
always @(posedge sys_clk or negedge sys_rst_n) begin         
    if (!sys_rst_n) begin                                  
        tx_flag <= 1'b0;
        tx_data <= 8'd0;
    end 
    else if (en_flag) begin                  
            tx_flag <= 1'b1;                 
            tx_data <= uart_din;             
        end
        else if ((tx_cnt == 4'd9) && (clk_cnt == BPS_CNT -(BPS_CNT/16))) begin                                       
            tx_flag <= 1'b0;                 
            tx_data <= 8'd0;
        end
        else begin
            tx_flag <= tx_flag;
            tx_data <= tx_data;
        end 
end
always @(posedge sys_clk or negedge sys_rst_n) begin         
    if (!sys_rst_n)                             
        clk_cnt <= 16'd0;                                  
    else if (tx_flag) begin                  
        if (clk_cnt < BPS_CNT - 1)
            clk_cnt <= clk_cnt + 1'b1;
        else
            clk_cnt <= 16'd0;                
    end
    else                             
        clk_cnt <= 16'd0; 				     
end
always @(posedge sys_clk or negedge sys_rst_n) begin         
    if (!sys_rst_n)                             
        tx_cnt <= 4'd0;
    else if (tx_flag) begin                  
        if (clk_cnt == BPS_CNT - 1)			 
            tx_cnt <= tx_cnt + 1'b1;		 
        else
            tx_cnt <= tx_cnt;       
    end
    else                              
        tx_cnt  <= 4'd0;				     
end
always @(posedge sys_clk or negedge sys_rst_n) begin        
    if (!sys_rst_n)  
        uart_txd <= 1'b1;        
    else if (tx_flag)
        case(tx_cnt)
            4'd0: uart_txd <= 1'b0;          
            4'd1: uart_txd <= tx_data[0];    
            4'd2: uart_txd <= tx_data[1];
            4'd3: uart_txd <= tx_data[2];
            4'd4: uart_txd <= tx_data[3];
            4'd5: uart_txd <= tx_data[4];
            4'd6: uart_txd <= tx_data[5];
            4'd7: uart_txd <= tx_data[6];
            4'd8: uart_txd <= tx_data[7];    
            4'd9: uart_txd <= 1'b1;          
            default: ;
        endcase
    else 
        uart_txd <= 1'b1;                    
end
endmodule	          
==> design/flow/run.sh <==
#!/bin/bash
# OpenROAD 26Q1-2900-gdf79404cd8, Yosys 0.63+post, stock flow scripts
make -C /OpenROAD-flow-scripts/flow DESIGN_CONFIG=/design/flow/config.mk WORK_HOME=/design/flow/orfs finish
==> design/flow/config.mk <==
export PLATFORM = sky130hd
export DESIGN_NAME = uart_send
export DESIGN_NICKNAME = uart_send
export VERILOG_FILES = /design/flow/design.v
export SDC_FILE = /design/flow/constraint.sdc
export NUM_CORES = 4
export LEC_CHECK = 1
export CORE_AREA = 10 10 101 101
export DIE_AREA = 0 0 111 111
==> design/flow/constraint.sdc <==
current_design uart_send

set clk_period 3.8
set clk_io_pct 0.2

create_clock -name clk0 -period $clk_period [get_ports {sys_clk}]

set non_clock_inputs [all_inputs -no_clocks]
set_input_delay [expr $clk_period * $clk_io_pct] -clock clk0 $non_clock_inputs
set_output_delay [expr $clk_period * $clk_io_pct] -clock clk0 [all_outputs]
==> Changelog: implementation <==
## Implementation

- RSZ-0062 raised after global routing: no
- Drt first pass iters: 4
- Cell count after synthesis: between 100 and 150
- HPWL Detailed: roughly 2100 microns
- Seq share, synth: 0.5337
- Die height: around 110 microns
- Final WS setup: roughly 1.8 ns
- Worst min-delay path class: reg2reg
- Max-cap viol count: 0
- Worst slack, placed: between 2 and 2.5 ns
- Min Tclk post-route: between 2 and 2.5 ns
- Starting DRT DRC Count: about 130
- CP endpoint kind: output port
- DRT met1 WL: between 1500 and 2000 microns
- Async S/R FF share, synth: 1.000
- I/O pins: 13
- TNS Setup: 0 ns
- Critical path arrival: approximately 1.3 ns
- Final setup fails: 0
- Drt via density: between 4 and 5
- Cts repair resizes: 0
- Final Skew: approximately 0.0074 ns
- CTS tree: built
- Hold buffers post-CTS: 0
- Max rail drop VDD: 0.1147 mV
- Post-layout period usage: 0.5304
- Clock transition at path regs: about 0.060 ns
- Fp util: 0.1847
- Static Leak: around 0.00073 uW
- Area reported by Yosys stat: ~0.0015 sq mm
- Uppermost layer routed: met4
- WP data required: slightly above 3 ns
- GPL Wtd Cong: 0.8015
- Remaining Overflow, GRT: 0
- Area growth syn-to-layout: 23.48%
- Yosys Instances: between 100 and 150
- Clock latency (worst-skew pair): ~0.28 ns
- Global Route Usage Sum: 0.05311
- Area leader, netlist: dfrtp_1
- CTS max path bufs: 2
- Clock sinks: 32
- Largest net degree at the start of global routing: 33
- Status: finished clean
- Delay of the slowest critical-path stage: about 0.53 ns
- F_max: between 400 and 500 MHz
- Core Area: around 0.008 sq mm
- Setup crit start kind: flip-flop
- Slew Viols, Final: 0
- # port buffers: 12
- Number of buffers and inverters on the critical path: 1
- Syn. warnings: 1
- H-Tree Depth: 2
- Row count: 33
- Final WL: around 3100 microns
- Critical path class: reg2out
- Inserted Diodes: 0
- Number of enable flip-flop cells: 0
- Distinct lib cells used: 37
- Post-CTS setup buffer count: 0
- Share of post-route cells with drive strength above 1: 0.08642
- Die area: ~0.012 sq mm
- Synth flops: 32
- Via Count: 1132
- Met3 WL: about 130 microns
- Tool warnings: 28
- First-pass GRT wire length: around 5700 microns
- Top cell area share: 0.5162
- Main flop type: dfrtp_1
- Avg WL per Cell: between 10 and 15 microns
- Root buf cell: clkbuf_8
- Slew headroom: 0.4914
- Clock buffers created by TritonCTS: 5
- Worst path top cell family by delay: flip-flops
- Avg Synthesized Cell Area: between 10 and 15 sq um
- Vias in the first global route: roughly 1200
- Critical path's slowest cell: dfstp_2
- Met2 WL post-DR: 1390 microns
- Most numerous cell in the Yosys netlist: dfrtp_1
- Mapped Area: about 0.0015 sq mm
- Die W: about 110 microns
- Worst-path cell chain: clkdlybuf4s50_1
- Final ANT Viol Nets: 0
- PwrDens: roughly 360 mW/mm^2
- Post-synth top cells: dfrtp_1, nor2_1, nand2_1
- Worst-margin pin slew: between 0.7 and 0.8 ns
- Initial antenna violation count: 0
- Critical Path Fanout Max: 2
- DRC: 0
- Final Hold Violating Endpoints: 0
- Top cells by area: dfrtp_1, a22o_1, ha_1, xnor2_1, nor2_1
## through the flow
step / hold WS, ns / area (sq um) / total power, uW / util / cells
floorplan: 0.3465 / 1510 / 381.7 / - / 143
global placement: 0.3558 / 1763 / 404.4 / 0.2167 / 259
detailed placement: 0.3549 / 1763 / 404.9 / 0.2167 / 259
CTS: 0.3691 / 1856 / 670.0 / 0.2281 / 267
global route: 0.3874 / 1856 / 696.7 / 0.2281 / 267
finish: 0.3673 / 1856 / 660.9 / 0.2281 / 267
## worst paths after layout
| kind | startpoint | end | slack (ns) | cells past startpoint |
|---|---|---|---|---|
| max in group asynchronous | sys_rst_n | uart_txd$_DFFE_PN1P_ | 2.59 | 2 |
| min in group asynchronous | sys_rst_n | clk_cnt[12]$_DFF_PN0_ | 0.89 | 2 |
| min reg2reg | uart_en_d0$_DFF_PN0_ | uart_en_d1$_DFF_PN0_ | 0.37 | 0 |
| max | uart_txd$_DFFE_PN1P_ | uart_txd | 1.78 | 1 |
| min | uart_en_d0$_DFF_PN0_ | uart_en_d1$_DFF_PN0_ | 0.37 | 0 |
| max reg2reg | tx_cnt[1]$_DFFE_PN0P_ | tx_data[4]$_DFFE_PN0P_ | 2.02 | 6 |
## sequential cells by signal (all words and copies together), names as in the netlist
signal and flops:
uart_en_d1 1, clk_cnt 16, tx_data 8, tx_flag 1, uart_txd 1, tx_cnt 4, uart_en_d0 1
## placed cells by master, fill, tap and decap left out, types with 4 or more instances in the layout
cell,netlist,layout
dfrtp_1,31,31
nor2_1,16,16
clkdlybuf4s50_1,0,12
nand2_1,9,9
nand3_1,8,8
a22o_1,8,8
xnor2_1,7,7
a21oi_1,6,6
clkbuf_8,0,6
nor4_1,5,5
ha_1,5,5
o21ai_0,4,4
nor3_1,4,4
inv_1,4,4
## report_power, final
part           internal (uW)  total, uW  switching (uW)
sequential               355        362            7.35
combinational           19.7       36.3            16.6
clock                    144        263             118
## routing by layer
layer | up-vias | global-route usage
met1 | 555 | 0.07481
met5 | - | 0
met3 | 4 | 0.01587
met4 | 0 | 0.008681
li1 | 553 | -
met2 | 20 | 0.07980
## kinds of logic (layout without fill, tap and decap cells)
group	count (synthesis)	in the layout	synth area share
simple gates	56	56	0.1899
mux	2	2	0.01415
compound gates	28	28	0.1407
fa+ha+maj	5	5	0.04163
flops	32	32	0.5337
other cells	1	3	0.002496
buf+inv	7	26	0.01915
xor+xnor	10	10	0.05829
## area by class of cell
class                      count  area, sq um
tap                          105        131.4
timing repair buffer          14        135.1
fill                         854         6279
sequential                    32        802.0
multi-input combinational    104        679.4
inverter                       4        15.01
clock buffer                   6        82.58
clock inverter                 2        10.01
No activity file was given, so power comes from the tool's default toggle rates.
